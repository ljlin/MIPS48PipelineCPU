**/design/flow/design.v**
```verilog
module MUX #(parameter WIDTH = 32)
            (in_0,in_1,A,Q);
    input  [WIDTH-1:0] in_0;
    input  [WIDTH-1:0] in_1;
    output reg [WIDTH-1:0] Q; 
    input         A;
    always @(in_0,in_1,A) begin
        if(A === 0) 
            Q = in_0;
        else if(A === 1)
            Q = in_1;
    end
endmodule
module MUX4 #(parameter WIDTH = 32)
            (in_0,in_1,in_2,in_3,A,Q);
    input  [WIDTH-1:0] in_0;
    input  [WIDTH-1:0] in_1;
    input  [WIDTH-1:0] in_2;
    input  [WIDTH-1:0] in_3;
    output reg [WIDTH-1:0] Q; 
    input [1:0] A;
    always @(in_0,in_1,in_2,in_3,A) begin
        if(A === 0) 
            Q = in_0;
        else if(A === 1)
            Q = in_1;
        else if(A == 2)
            Q = in_2; 
        else if(A == 3)
            Q = in_3;
    end
endmodule
module MUX8 #(parameter WIDTH = 32)
            (in_0,in_1,in_2,in_3,in_4,in_5,in_6,in_7,A,Q);
    input  [WIDTH-1:0] in_0;
    input  [WIDTH-1:0] in_1;
    input  [WIDTH-1:0] in_2;
    input  [WIDTH-1:0] in_3;
    input  [WIDTH-1:0] in_4;
    input  [WIDTH-1:0] in_5;
    input  [WIDTH-1:0] in_6;
    input  [WIDTH-1:0] in_7;
    output reg [WIDTH-1:0] Q; 
    input [2:0] A;
    always @(in_0,in_1,in_2,in_3,in_4,in_5,in_6,in_7,A) begin
        if(A === 0) 
            Q = in_0;
        else if(A === 1)
            Q = in_1;
        else if(A == 2)
            Q = in_2; 
        else if(A == 3)
            Q = in_3;
        else if(A == 4)
            Q = in_4;
        else if(A == 5)
            Q = in_5;
        else if(A == 6)
            Q = in_6;
        else if(A == 7)
            Q = in_7;
    end
endmodule
```
**/design/flow/run.sh**
```bash
#!/bin/bash
# OpenROAD 26Q1-2900-gdf79404cd8, Yosys 0.63+post, stock flow scripts
make -C /OpenROAD-flow-scripts/flow DESIGN_CONFIG=/design/flow/config.mk WORK_HOME=/design/flow/orfs finish
```
**/design/flow/config.mk**
```make
export PLATFORM = sky130hd
export DESIGN_NAME = MUX8
export DESIGN_NICKNAME = MUX8
export VERILOG_FILES = /design/flow/design.v
export SDC_FILE = /design/flow/constraint.sdc
export NUM_CORES = 4
export LEC_CHECK = 1
export CORE_AREA = 10 10 168 168
export DIE_AREA = 0 0 178 178
```
**/design/flow/constraint.sdc**
```tcl
current_design MUX8

set clk_period 10.2
set clk_io_pct 0.2

create_clock -name clk0 -period $clk_period

set non_clock_inputs [all_inputs -no_clocks]
set_input_delay [expr $clk_period * $clk_io_pct] -clock clk0 $non_clock_inputs
set_output_delay [expr $clk_period * $clk_io_pct] -clock clk0 [all_outputs]
```
==> results_dict.tcl <==
# yosys + openroad results
set metrics [dict create \
    drc 0 \
    syn_area_per_cell_um2 9.26 \
    cts_hold_buf 0 \
    path_max_fanout 41 \
    grt_pass1_wl_um 24600 \
    ys_area_um2 2860 \
    slew_violations 0 \
    post_cts_buffers 0 \
    unconstrained_endpoints 32 \
    ir_drop_uv 27.6 \
    yosys_warnings 1 \
    cp-end-kind "primary output" \
    cp-start-kind "input port" \
    grt-ovfl-total 0 \
    required_ps 8160 \
    crit_end "Q[22]" \
    fp.dieW_um 178 \
    syn_inst 309 \
    drtAntennaViolNets 0 \
    cp_data_arrival_time_ps 5240 \
    warnings 32 \
    wl_per_cell_um 18.5 \
    die-area_um2 31700 \
    p_sw_share_pct 30.6 \
    num_antenna_cells 0 \
    yosys_cells 309 \
    avgViaCountPerCell 3.95 \
    path_class "input port to primary output" \
    grt_pass1_vias 3992 \
    drive_above_1_share_pct 8.14 \
    slew_headroom_pct 48.4 \
    largest_reg_flops 32 \
    core_um2 24500 \
    crit_start "A[2]" \
    dpl.hpwl_um 14200 \
    port_buffers 291 \
    status "complete, no violations" \
    setup_tns_ps 0 \
    synth_flops 32 \
    synth_cell_types 30 \
    final_core_util_pct 24.9 \
    antenna_found_initial 0 \
    num_vias 3655 \
    place.gp.congestion 0.851 \
    drtIter0Drc 129 \
    die_h_um 178 \
    final_hold_viol_count 0 \
    grt_max_degree 52 \
    finalCriticalPeriod_ps 7280 \
    setup_viol 0 \
    rows 57 \
    fmax_ghz 0.137 \
    cellLeakagePower_uw 0.00230 \
    power.internal_uw 164 \
    grt_util_all_layers_pct 10.2 \
    fp_util_pct 11.7 \
    comb_power_share_pct 92.9 \
    worst_pin_slew_ps 773 \
    rsz0062_at_grt "false" \
    cap_violations 0 \
    switchingPower_uw 72.2 \
    unclocked_pins 32 \
    totalWireLength_um 17100 \
    ioPinCount 291 \
    ctsResizeCount 0 \
    dr.pass1.iters 4 \
    seqPwrFrac_pct 7.1 \
    p_clk_share_pct 0 \
    synth_area_um2 2860 \
    fin_crit_sh_pct 71.4 \
    power.density_nw_per_um2 38.7 \
    area_growth_pct 113 \
]
## power by group through the flow
stage,combinational (uW),sequential (uW),clock [uW]
finish,219,16.7,0
global route,238,17.3,0
CTS,223,16.8,0
## cells in the final DEF, fill, tap and decap left out, drive strengths merged
master / n
o22ai: 23
a41oi: 4
inv: 1
nor2b: 2
o22a: 23
nand2: 15
nor3: 28
nand2b: 6
a311oi: 1
nand3: 5
o2111ai: 1
buf: 9
o21ai: 1
nand4b: 1
a21oi: 6
mux2i: 31
a22oi: 23
clkdlybuf4s50: 288
nor2: 28
mux4: 32
and2b: 1
dlxtn: 32
conb: 32
mux2: 5
a22o: 4
## cell usage after synthesis
cell type | n | area, um^2
dlxtn_1 | 32 | 480
mux4_2 | 32 | 721
mux2i_1 | 31 | 310
nor2_1 | 28 | 105
nor3_1 | 28 | 140
a22oi_1 | 23 | 173
o22a_1 | 23 | 201
o22ai_1 | 23 | 144
nand2_1 | 15 | 56.3
buf_2 | 10 | 50.1
buf_6 | 9 | 101
clkbuf_1 | 9 | 33.8
a21oi_1 | 6 | 30.0
mux2_2 | 5 | 56.3
nand2b_1 | 5 | 31.3
nand3_1 | 5 | 25.0
a22o_1 | 4 | 35.0
a41oi_1 | 4 | 35.0
buf_4 | 3 | 22.5
buf_1 | 2 | 7.51
buf_8 | 2 | 30.0
nor2b_1 | 2 | 12.5
a311oi_1 | 1 | 8.76
and2b_1 | 1 | 7.51
conb_1 | 1 | 3.75
inv_1 | 1 | 3.75
nand2b_4 | 1 | 13.8
nand4b_1 | 1 | 8.76
o2111ai_1 | 1 | 8.76
o21ai_1 | 1 | 5.00
## worst max-delay path: stages
cell             delay, ps
buf_2                  480
buf_4                  570
nor2b_4                510
buf_4                  360
a22oi_1                110
nor2_1                 140
o22a_1                 200
dlxtn_1                350
clkdlybuf4s50_1        460
## through the flow
| stage | power, uW | setup slack, ps | instance area (um^2) | cells |
|---|---|---|---|---|
| final | 236 | 2920 | 6100 | 926 |
| after global routing | 255 | 2670 | 6100 | 926 |
| after CTS | 240 | 2810 | 6100 | 926 |
| after detailed placement | 239 | 2860 | 6100 | 926 |
| after global placement | 238 | 2870 | 6100 | 926 |
| after floorplan | 103 | 4920 | 2980 | 340 |
## routing by layer
| layer | GRT usage, % | share of wire [%] | vias up |
|---|---|---|---|
| met1 | 12.3 | 38 | 1671 |
| met5 | 0 | 0 | - |
| li1 | - | - | 1791 |
| met2 | 18.4 | 51 | 189 |
| met4 | 0.521 | 0.50 | 0 |
| met3 | 3.22 | 11 | 4 |
## cells by family (layout without fill, tap and decap cells)
family	after synthesis	in the layout	share of synthesized area, %
other	1	32	0.131
AOI/OAI and AO/OA	86	86	22.4
latches	32	32	16.8
muxes	68	68	38.0
buffers and inverters	36	298	8.70
and+or+nand+nor	86	86	14.0
## final cells by class
type                       instances  area (um^2)
multi-input combinational        272         2260
timing repair buffer             297         2950
fill                            2576        18400
sequential                        32          480
inverter                           1         3.75
tap                              324          405
Power is estimated from default activity; no workload was simulated.
